===== flow/config.mk =====
export PLATFORM = sky130hd
export DESIGN_NAME = controller_verilog
export DESIGN_NICKNAME = controller_verilog
export VERILOG_FILES = /design/flow/design.v
export SDC_FILE = /design/flow/constraint.sdc
export NUM_CORES = 4
export LEC_CHECK = 1
export CORE_UTILIZATION = 40

===== flow/constraint.sdc =====
current_design controller_verilog

set clk_period 5.5
set clk_io_pct 0.2

create_clock -name clk0 -period $clk_period [get_ports {clk}]

set non_clock_inputs [all_inputs -no_clocks]
set_input_delay [expr $clk_period * $clk_io_pct] -clock clk0 $non_clock_inputs
set_output_delay [expr $clk_period * $clk_io_pct] -clock clk0 [all_outputs]

===== flow/design.v =====
module clk_divider(
    input clk,
    output out_clk
    );
	reg temp = 0;
	integer k = 0;
always @(posedge clk)
begin 
  if (k==24)
  begin
    k=0;
    temp=~temp;
  end
  else
    k = k + 1;
  end
assign out_clk = temp;
endmodule
`timescale 1ns / 1ps
`timescale 1ns / 1ps
module controller_verilog(
    input [4:0] opcode,
    input Distination,
    input carryFlag,
    input zeroFlag,
    input Reset_in,
    output reg[3:0] Stat_tst_out,
    output reg Reset_out,
    output reg ALU_MUX,
    output reg [3:0] ALU_OP,
    output reg PC_INC,
    output reg PC_LOAD,
    output reg IR_WR_SIGNAL,
    output reg RAM_RD,
    output reg RAM_WR,
    output reg FLAG_WR_SIGNAL,
    output reg RAM_MUX,
    output reg MDR_WR_SIGNAL,
    output reg A_WR_SIGNAL,
    output reg ALU_EN,
    input clk
    );
reg [3:0] current_state, next_state;
    reg IR_WR, A_WR, MDR_WR, FLAG_WR;
    wire out_clk;
    clk_divider clk_d (.clk(clk),.out_clk(out_clk));
    parameter MOVLA = 5'b00000;
    parameter MOVRA = 5'b00001;
    parameter ADDLA = 5'b00111;
    parameter SUBLA = 5'b01000;
    parameter ANDLA = 5'b01011;
    parameter ORLA  = 5'b01101;
    parameter XORLA = 5'b01111;
    parameter ADDAR = 5'b01001;
    parameter SUBAR = 5'b01010;
    parameter ANDAR = 5'b01100;
    parameter ORAR  = 5'b01110;
    parameter XORAR = 5'b10000;
    parameter MOVAR = 5'b00010;
    parameter INCR  = 5'b00101;
    parameter DECR  = 5'b00110;
    parameter NOTR  = 5'b10001;
    parameter ROLC  = 5'b10010;
    parameter RORC  = 5'b10011;
    parameter JMP   = 5'b10101;
    parameter JZ    = 5'b10110;
    parameter JNZ   = 5'b10111;
    parameter JC    = 5'b11000;
    parameter JNC   = 5'b11001;
    parameter MOVIRA= 5'b00011;
    parameter MOVIAR= 5'b00100;
        always@(*) 
        begin
            case (opcode)
                5'b00000: ALU_OP = 4'b1000;  
                5'b00001: ALU_OP = 4'b1000;  
                5'b00111: ALU_OP = 4'b0000;  
                5'b01000: ALU_OP = 4'b0001;  
                5'b01011: ALU_OP = 4'b0100;  
                5'b01101: ALU_OP = 4'b0101;  
                5'b01111: ALU_OP = 4'b0110;  
                5'b01001: ALU_OP = 4'b0000;  
                5'b01010: ALU_OP = 4'b0001;  
                5'b01100: ALU_OP = 4'b0100;  
                5'b01110: ALU_OP = 4'b0101;  
                5'b10000: ALU_OP = 4'b0110;  
                5'b00010: ALU_OP = 4'b1001;  
                5'b00101: ALU_OP = 4'b0010;  
                5'b00110: ALU_OP = 4'b0011;  
                5'b10001: ALU_OP = 4'b0111;  
                5'b10010: ALU_OP = 4'b1010;  
                5'b10011: ALU_OP = 4'b1011;  
                5'b10101: ALU_OP = 4'b0000;  
                5'b10110: ALU_OP = 4'b0000; 
                5'b10111: ALU_OP = 4'b0000; 
                5'b11000: ALU_OP = 4'b0000; 
                5'b11001: ALU_OP = 4'b0000;  
                5'b00011: ALU_OP = 4'b1000;  
                5'b00100: ALU_OP = 4'b1001;  
                default: ALU_OP = 4'b0000;
            endcase
        end
    always@(*)
    begin
        case(opcode)
            5'b00000: ALU_MUX = 1'b0;  
            5'b00001: ALU_MUX = 1'b1;  
            ADDLA: ALU_MUX = 1'b0;  
            SUBLA: ALU_MUX = 1'b0;  
            ANDLA: ALU_MUX = 1'b0;  
            ORLA : ALU_MUX = 1'b0;  
            XORLA: ALU_MUX = 1'b0;  
            ADDAR: ALU_MUX = 1'b1;  
            SUBAR: ALU_MUX = 1'b1;  
            ANDAR: ALU_MUX = 1'b1;  
            ORAR : ALU_MUX = 1'b1;  
            XORAR: ALU_MUX = 1'b1;  
            MOVAR: ALU_MUX = 1'b1;  
            INCR : ALU_MUX = 1'b1;  
            DECR : ALU_MUX = 1'b1;  
            NOTR : ALU_MUX = 1'b1;  
            ROLC : ALU_MUX = 1'b1;  
            RORC : ALU_MUX = 1'b1;  
            JMP : ALU_MUX = 1'b0;
            JZ  : ALU_MUX = 1'b0;
            JNZ : ALU_MUX = 1'b0;
            JC  : ALU_MUX = 1'b0;
            JNC : ALU_MUX = 1'b0;
            MOVIRA: ALU_MUX = 1'b1;  
            MOVIAR: ALU_MUX = 1'b1;  
            default: ALU_MUX = 1'b0;  
        endcase
    end
	 always @(IR_WR_SIGNAL,MDR_WR_SIGNAL,A_WR_SIGNAL,FLAG_WR_SIGNAL,out_clk)
	 begin
	  IR_WR   = IR_WR_SIGNAL & out_clk;
     MDR_WR  = MDR_WR_SIGNAL & out_clk;
     A_WR    = A_WR_SIGNAL & out_clk;
     FLAG_WR = FLAG_WR_SIGNAL & out_clk;
	 end
      always @(negedge out_clk or posedge Reset_in)
    begin
        if (Reset_in) begin
            current_state <= 4'b0000;
            Reset_out <= 1;
        end else begin
          if (~out_clk) begin
                Reset_out <= 0;
                current_state <= next_state;
            end
        end
    end
    always @(current_state)
    begin
        case (current_state)
            4'b0000:
                begin
                    Stat_tst_out <= 4'b0000;
                    IR_WR_SIGNAL <= 1;
                    RAM_RD <= 1;
                    RAM_WR <= 1;
                    MDR_WR_SIGNAL <= 0;
                    ALU_EN <= 0;
                    A_WR_SIGNAL <= 0;
                    PC_INC <= 0;
                    PC_LOAD <= 1;
                    RAM_MUX <= 0;
                    FLAG_WR_SIGNAL <= 0;
                    next_state <= 4'b0001;
                end
            4'b0001:
                begin
                    Stat_tst_out <= 4'b0001;
                    IR_WR_SIGNAL <= 0;
                    RAM_RD <= 0;
                    RAM_WR <= 1;
                    MDR_WR_SIGNAL <= 1;
                    ALU_EN <= 1;
                    A_WR_SIGNAL <= 0;
                    PC_INC <= 1;
                    PC_LOAD <= 1;
                    RAM_MUX <= 0;
                    FLAG_WR_SIGNAL <= 0;
                    case (opcode)
                        MOVLA, MOVRA, ADDLA, SUBLA, ANDLA, ORLA, XORLA:
                            next_state <= 4'b0010;
                        ADDAR, SUBAR, ANDAR, ORAR, XORAR:
                            if (Distination == 0)
                                next_state <= 4'b0010;
                            else
                                next_state <= 4'b0011;
                        MOVAR, INCR, DECR, NOTR, ROLC, RORC:
                            next_state <= 4'b0011;
                        JMP:
                            next_state <= 4'b0100;
                        JZ:
                            if (zeroFlag == 0)
                                next_state <= 4'b0000;
                            else
                                next_state <= 4'b0100;
                        JNZ:
                            if (zeroFlag == 0)
                                next_state <= 4'b0100;
                            else
                                next_state <=4'b0000;
                        JC:
                            if (carryFlag == 0)
                                next_state <= 4'b0000;
                            else
                                next_state <= 4'b0100;
                        JNC:
                            if (carryFlag == 0)
                                next_state <= 4'b0100;
                            else
                                next_state <= 4'b0000;
                        MOVIRA:
                            next_state <= 4'b0101;
                        MOVIAR:
                            next_state <= 4'b0111;
                        default:
                            next_state <= 4'b0000;
                    endcase
                end
            4'b0010:
                begin
                    Stat_tst_out <= 4'b0010;
                    IR_WR_SIGNAL <= 0;
                    RAM_RD <= 1;
                    RAM_WR <= 1;
                    MDR_WR_SIGNAL <= 0;
                    ALU_EN <= 0;
                    A_WR_SIGNAL <= 1;
                    PC_INC <= 0;
                    PC_LOAD <= 1;
                    RAM_MUX <= 0;
                    FLAG_WR_SIGNAL <= 1;
                    next_state <= 4'b0000;
                end
            4'b0011:
                begin
                    Stat_tst_out <= 4'b0011;
                    IR_WR_SIGNAL <= 0;
                    RAM_RD <= 1;
                    RAM_WR <= 0;
                    MDR_WR_SIGNAL <= 0;
                    ALU_EN <= 0;
                    A_WR_SIGNAL <= 0;
                    PC_INC <= 0;
                    PC_LOAD <= 1;
                    RAM_MUX <= 0;
                    FLAG_WR_SIGNAL <= 1;
                    next_state <= 4'b0000;
                end
            4'b0100:
                begin
                    Stat_tst_out <= 4'b0100;
                    IR_WR_SIGNAL <= 0;
                    RAM_RD <= 1;
                    RAM_WR <= 1;
                    MDR_WR_SIGNAL <= 0;
                    ALU_EN <= 0;
                    A_WR_SIGNAL <= 0;
                    PC_INC <= 0;
                    PC_LOAD <= 0;
                    RAM_MUX <= 0;
                    FLAG_WR_SIGNAL <= 0;
                    next_state <= 4'b0000;
                end
            4'b0101:
                begin
                    Stat_tst_out <= 4'b0101;
                    IR_WR_SIGNAL <= 0;
                    RAM_RD <= 0;
                    RAM_WR <= 1;
                    MDR_WR_SIGNAL <= 1;
                    ALU_EN <= 1;
                    A_WR_SIGNAL <= 0;
                    PC_INC <= 0;
                    PC_LOAD <= 1;
                    RAM_MUX <= 1;
                    FLAG_WR_SIGNAL <= 0;
                    next_state <= 4'b0110;
                end
            4'b0110:
                begin
                    Stat_tst_out <= 4'b0110;
                    IR_WR_SIGNAL <= 0;
                    RAM_RD <= 1;
                    RAM_WR <= 1;
                    MDR_WR_SIGNAL <= 0;
                    ALU_EN <= 0;
                    A_WR_SIGNAL <= 1;
                    PC_INC <= 0;
                    PC_LOAD <= 1;
                    RAM_MUX <= 1;
                    FLAG_WR_SIGNAL <= 1;
                    next_state <= 4'b0000;
                end
            4'b0111:
                begin
                    Stat_tst_out <= 4'b0111;
                    IR_WR_SIGNAL <= 0;
                    RAM_RD <= 1;
                    RAM_WR <= 1;
                    MDR_WR_SIGNAL <= 0;
                    ALU_EN <= 0;
                    A_WR_SIGNAL <= 0;
                    PC_INC <= 0;
                    PC_LOAD <= 1;
                    RAM_MUX <= 1;
                    FLAG_WR_SIGNAL <= 0;
                    next_state <= 4'b1000;
                end
            4'b1000:
                begin
                    Stat_tst_out <= 4'b1000;
                    IR_WR_SIGNAL <= 0;
                    RAM_RD <= 1;
                    RAM_WR <= 0;
                    MDR_WR_SIGNAL <= 0;
                    ALU_EN <= 0;
                    A_WR_SIGNAL <= 0;
                    PC_INC <= 0;
                    PC_LOAD <= 1;
                    RAM_MUX <= 1;
                    FLAG_WR_SIGNAL <= 0;
                    next_state <= 4'b1001;
                end
            4'b1001:
                begin
                    Stat_tst_out <= 4'b1001;
                    IR_WR_SIGNAL <= 0;
                    RAM_RD <= 1;
                    RAM_WR <= 1;
                    MDR_WR_SIGNAL <= 0;
                    ALU_EN <= 0;
                    A_WR_SIGNAL <= 0;
                    PC_INC <= 0;
                    PC_LOAD <= 1;
                    RAM_MUX <= 1;
                    FLAG_WR_SIGNAL <= 0;
                    next_state <= 4'b0000;
                end
        endcase
    end
endmodule

===== flow/run.sh =====
#!/bin/bash
# OpenROAD 26Q1-2900-gdf79404cd8, Yosys 0.63+post, stock flow scripts
make -C /OpenROAD-flow-scripts/flow DESIGN_CONFIG=/design/flow/config.mk WORK_HOME=/design/flow/orfs finish

==> qor.yml <==
synth:
  numSynthFlops: 55
  synth_cells: 257
  netlist_area_mm2: 0.002349
  ys_cells: 257
  edf_count: 1
  yosysWarnings: 2
  yosysUniqueCellTypes: 48
  async_flop_share: 0.09091
  synth_area_per_cell_um2: 9.138
  ys_area_mm2: 0.002349
  synthFlopType: "dfxtp_1"
worst_hold_path:
  min_path_type: "reg2reg"
sta:
  worst_pin_slew_ns: 0.7615
  min_period_ns: 4.390
  timing.slew.headroom: 0.4881
  finalHoldViolations: 0
  setup_viol: 0
  finalClockPeriodUsage: 0.7981
  setup_tns_ns: 0
  timing.fmax_ghz: 0.2278
  final-max-slew-violation-count: 0
  finClkSkew_ns: 0.005512
  fin_ws_ns: 1.110
  rsz0062_at_grt: "no"
  untimed_endpoints: 36
  unclocked_pins: 22
worst_setup_path:
  crit_fanout: 10
  start_kind: "input port"
  cp.arrival_ns: 3.29
  required_ns: 4.40
  setup.worst_path.class: "in2out"
  end_kind: "output pin"
clock_network:
  postCtsHoldBufs: 0
  cts_max_path_buffers: 2
  tritoncts: "built"
  post_cts_buffers: 0
  path_clk_slew_ns: 0.06
  h-tree-depth: 2
  clock_latency_ns: 0.28
  root_buffer: "clkbuf_8"
  cts_resized: 0
  cts_buffers: 5
placement:
  gp_congestion: 0.7920
  port_buffers: 29
  place_ws_ns: 1.118
  dp_hpwl_um: 2979
run_status:
  status: "finished clean"
routing:
  drtIter0Drc: 63
  antenna_cells: 0
  avgRoutedWirePerCell_um: 11.29
  drc: 0
  drt_wl_total_um: 4018
  vias_per_cell: 5.003
  dr.pass1.iters: 4
  vias: 1781
  drtAntennaViolNets: 0
grt:
  antenna_found_initial: 0
  grt_busiest_layer: "met1"
  grtUsageTotal: 0.1440
  grt_pass1_vias: 1618
  grt_pass1_wl_um: 7100
  grtUsageMet1: 0.2249
  grt_max_degree: 20
  met3_usage: 0.02361
  grtUsageMet2: 0.2226
  grt_overflow: 0
power_and_ir_drop:
  power_per_cell_area_mw_per_mm2: 161.0
  power_leakage_nw: 1.057
  irDropWorstVdd_mv: 0.1649
final_layout:
  nFillCells: 540
  flop_area_mm2: 0.001052
  logic_area_mm2: 0.001214
  area_growth_pct: 17.90
  drive_gt1_frac: 0.04577
floorplan:
  rows: 27
  die_area_mm2: 0.006182
  dieHeight_um: 78.63
  chipWidth_um: 78.63
  io_pins: 30
  floorplan.core_util: 0.4213
  coreArea_mm2: 0.005574
job:
  warnings: 29
  cap_violations: 0
[cell families after synthesis]
group | share of synthesized area
AND-OR/OR-AND | 0.08098
XOR/XNOR | 0.1119
adder cells (fa/ha/maj) | 0.03623
buffers and inverters | 0.03516
flip-flops | 0.3394
latches | 0.1087
multiplexers | 0.01705
other | 0.001597
AND/OR/NAND/NOR | 0.2691
[worst paths after layout]
kind | startpoint | endpoint | slack [ns] | cells after the start
setup / recovery | opcode[0] | ALU_OP[0] | 1.11 | 8
hold / removal | clk_d.k[31]$_SDFF_PN0_ | clk_d.k[31]$_SDFF_PN0_ | 0.46 | 1
setup reg to reg | clk_d.k[11]$_SDFF_PN0_ | clk_d.temp$_DFFE_PN_ | 3.56 | 3
hold reg to reg | clk_d.k[31]$_SDFF_PN0_ | clk_d.k[31]$_SDFF_PN0_ | 0.46 | 1
[where the power goes]
| part | leakage (nW) | switching (W) | internal, W | total [W] |
|---|---|---|---|---|
| sequential | 0.467 | 0 | 0.000240 | 0.000240 |
| clock | 0.0410 | 0.0000797 | 0.0000858 | 0.000165 |
| combinational | 0.549 | 0.0000188 | 0.0000212 | 0.0000400 |
[layout by cell type (no fill, tap or decap), types with 11 or more instances in the layout]
cell type,Yosys,final
clkdlybuf4s50_1,0,29
dfxtp_1,32,32
dlxtn_1,17,17
inv_1,12,12
nand2_1,16,16
nand3_1,16,16
nand4_1,11,11
nor2_1,22,22
xnor2_1,23,23
[per-layer routing]
layer	part of all wire	vias to the layer above	wire length, µm
met5	0	-	0
met4	0.011	0	46
met3	0.040	5	162
met2	0.44	30	1764
met1	0.51	795	2044
li1	-	951	-
[worst max-delay path, cell delays in order]
cell	delay [ns]
clkdlybuf4s50_1	0.52
inv_1	0.09
ha_1	0.32
maj3_1	0.38
o21bai_1	0.16
a21boi_0	0.20
o22ai_1	0.09
clkdlybuf4s50_1	0.42
[synth_stat cells, types with 7 or more instances]
cell      number  area [µm²]
dfxtp_1       32       640.6
xnor2_1       23       201.4
nor2_1        22       82.58
dlxtn_1       17       255.3
nand2_1       16       60.06
nand3_1       16       80.08
inv_1         12       45.04
nand4_1       11       68.82
a21oi_1        7       35.03
clkbuf_1       7       26.28
nor3_1         7       35.03
xor2_1         7       61.31
[flip-flops by register name, indices dropped and copies added, names as in the netlist]
| signal | cells |
|---|---|
| clk_d.k | 32 |
| Stat_tst_out | 4 |
| current_state | 4 |
| next_state | 4 |
| A_WR_SIGNAL | 1 |
| FLAG_WR_SIGNAL | 1 |
| IR_WR_SIGNAL | 1 |
| MDR_WR_SIGNAL | 1 |
| PC_INC | 1 |
| PC_LOAD | 1 |
| RAM_MUX | 1 |
| RAM_RD | 1 |
| RAM_WR | 1 |
| Reset_out | 1 |
| clk_d.temp | 1 |
[area by class of cell]
| type | instances | share of cell area |
|---|---|---|
| Inverter | 12 | 0.01627 |
| Clock buffer | 6 | 0.02621 |
| Clock inverter | 1 | 0.001807 |
| Sequential cell | 55 | 0.3800 |
| Timing Repair Buffer | 29 | 0.1048 |
| Tap cell | 72 | 0.03253 |
| Multi-Input combinational cell | 181 | 0.4383 |
[metrics by stage]
| stage | total power, W | util | area (µm²) | hold slack [ns] | cells |
|---|---|---|---|---|---|
| 6_report | 0.0004458 | 0.4967 | 2769 | 0.4596 | 356 |
| 5_1_grt | 0.0004652 | 0.4967 | 2769 | 0.4953 | 356 |
| 4_1_cts | 0.0004518 | 0.4967 | 2769 | 0.4674 | 356 |
| 3_5_place_dp | 0.0002858 | 0.4828 | 2691 | 0.4534 | 349 |
| 3_3_place_gp | 0.0002863 | 0.4828 | 2691 | 0.4450 | 349 |
| 2_1_floorplan | 0.0002689 | - | 2349 | 0.4299 | 257 |
No activity file was given, so power comes from the tool's default toggle rates.
